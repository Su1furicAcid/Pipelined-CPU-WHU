## config.mk

```make
export PLATFORM = sky130hd
export DESIGN_NAME = mux4
export DESIGN_NICKNAME = mux4
export VERILOG_FILES = /design/flow/design.v
export SDC_FILE = /design/flow/constraint.sdc
export NUM_CORES = 4
export LEC_CHECK = 1
export CORE_AREA = 10 10 76 76
export DIE_AREA = 0 0 86 86
```

## constraint.sdc

```tcl
current_design mux4

set clk_period 1.1
set clk_io_pct 0.2

create_clock -name clk0 -period $clk_period

set non_clock_inputs [all_inputs -no_clocks]
set_input_delay [expr $clk_period * $clk_io_pct] -clock clk0 $non_clock_inputs
set_output_delay [expr $clk_period * $clk_io_pct] -clock clk0 [all_outputs]
```

## design.v

```verilog
module mux2(
  input [1:0] sel,
  input [31:0] in0,
  input [31:0] in1,
  output reg [31:0] out
);
  always @(*) begin
    case (sel)
      2'b00: out = in0;
      2'b01: out = in1;
      default: out = 0;
    endcase
  end
endmodule
module mux3(
  input [1:0] sel,
  input [31:0] in0,
  input [31:0] in1,
  input [31:0] in2,
  output reg [31:0] out
);
  always @(*) begin
    case (sel)
      2'b00: out = in0;
      2'b01: out = in1;
      2'b10: out = in2;
      default: out = 0;
    endcase
  end
endmodule
module mux4(
  input [1:0] sel,
  input [31:0] in0,
  input [31:0] in1,
  input [31:0] in2,
  input [31:0] in3,
  output reg [31:0] out
);
  always @(*) begin
    case (sel)
      2'b00: out = in0;
      2'b01: out = in1;
      2'b10: out = in2;
      2'b11: out = in3;
      default: out = 0;
    endcase
  end
endmodule
```

## run.sh

```bash
#!/bin/bash
# OpenROAD 26Q1-2900-gdf79404cd8, Yosys 0.63+post, stock flow scripts
make -C /OpenROAD-flow-scripts/flow DESIGN_CONFIG=/design/flow/config.mk WORK_HOME=/design/flow/orfs finish
```

==> impl_metrics.sql <==
-- load yosys + openroad results
INSERT INTO impl_metrics (metric_group, metric, value, unit) VALUES
('outcome', 'outcome', 'finished, violations left', ''),
('outcome', 'violations', 'negative setup slack', ''),
('floorplan', 'floorplan.core_util', '0.198', ''),
('final_timing', 'layout_setup_ws', '-0.291', 'ns'),
('layout', 'nFlopsAndLatches', '0', ''),
('routing', 'detail_route.antenna_diodes', '0', ''),
('global_routing', 'antenna_violations_before_repair', '0', ''),
('layout', 'seqCellArea', '0', 'sq um'),
('routing', 'drtAntennaViolNets', '0', ''),
('placed_design', 'placedInstanceArea', '2470', 'sq um'),
('synth', 'synthTopCellsByArea', 'mux4_2 (83%), buf_12 (7.4%), mux4_1 (6.5%), buf_2 (1.8%), buf_6 (1.4%)', ''),
('synth', 'post_synth.cell_area_avg', '20.9', 'sq um'),
('critical_path', 'path_max_fanout', '8', ''),
('layout', 'layout-area-overhead-vs-synth', '186', '%'),
('synth', 'synth.lib_cells_used.distinct', '5', ''),
('flow_run', 'stage_log_warning_count', '36', ''),
('floorplan', 'floorplan.die.height', '86', 'um'),
('synth', 'synth.yosys.warnings', '1', ''),
('floorplan', 'die_w', '86', 'um'),
('final_timing', 'timing.final.setup_violations', '32', ''),
('routing', 'route.detailed.drc', '0', ''),
('final_timing', 'worst-slew-pin-transition', '0.101', 'ns'),
('min_path', 'holdCritPathClass', 'primary input to primary output', ''),
('global_routing', 'track_usage', '0.161', ''),
('floorplan', 'floorplan.io_pins', '162', ''),
('synth', 'synth_cell_area', '815', 'sq um'),
('final_timing', 'final.min_clock_period', '1.39', 'ns'),
('synth', 'yosysTopAreaCellShare', '0.829', ''),
('routing', 'initialDrtViolationCount', '53', ''),
('final_timing', 'achievable-frequency', '0.719', 'GHz'),
('final_timing', 'tns', '-7.33', 'ns'),
('critical_path', 'worst_ep_required_time', '0.88', 'ns'),
('global_routing', 'first_global_vias', '1412', ''),
('power', 'cellLeakagePower', '1.15', 'nW'),
('floorplan', 'core.rowCount', '23', ''),
('global_routing', 'gr-total-overflow', '0', ''),
('final_timing', 'finalMaxSlewViolations', '0', ''),
('layout', 'share_of_layout_cells_above_drive_strength_1', '0.388', ''),
('routing', 'dr.pass1.iters', '4', ''),
('placed_design', 'dpl_hpwl', '5270', 'um'),
('synth', 'top_area_cell', 'mux4_2', ''),
('flow_run', 'max_cap_violations', '0', ''),
('placed_design', 'port-buffer-count', '162', ''),
('clock_network', 'post_cts_hold_buffer_count', '0', ''),
('floorplan', 'die_area', '7400', 'sq um'),
('global_routing', 'grt_max_degree', '17', ''),
('final_timing', 'finalCritPeriodShare', '1.26', ''),
('final_timing', 'timing_hold_violations_final', '0', ''),
('layout', 'clock_buffers', '0', ''),
('power', 'power.density', '331', 'nW/um^2'),
('synth', 'ys_cells', '39', ''),
('critical_path', 'endpoint_kind', 'primary output', ''),
('critical_path', 'worst-endpoint-arrival', '1.17', 'ns'),
('routing', 'postRouteWirelength', '6050', 'um'),
('global_routing', 'wire_length_of_the_first_global_routing_pass', '8910', 'um'),
('critical_path', 'critPathKind', 'primary input to primary output', ''),
('routing', 'detail_route.wl_per_cell', '23.4', 'um'),
('synth', 'ys_seq_frac', '0', ''),
('synth', 'yosys-stat-area', '815', 'sq um'),
('final_timing', 'slew-limit-headroom', '0.932', ''),
('placed_design', 'gp_congestion', '0.884', ''),
('layout', 'final_util', '0.566', ''),
('routing', 'detailroute.via_count', '1202', ''),
('final_timing', 'rsz0062_at_grt', 'yes', ''),
('layout', 'post-route-cell-area', '2330', 'sq um'),
('critical_path', 'critical_path_start_type', 'primary input', ''),
('floorplan', 'fp.coreArea', '4120', 'sq um'),
('power', 'max-vdd-ir-drop', '0.150', 'mV'),
('synth', 'postSynthCellCount', '39', ''),
('routing', 'detail_route.vias_per_cell', '4.64', '');
==> critical path: stages <==
cell and delay [ns]:
buf_12 0.10, buf_12 0.12, buf_6 0.10, mux4_2 0.49
buf_2 0.14
==> where the power goes <==
group	internal (mW)	leakage, nW	total [mW]	switching, mW
combinational	0.576	1.15	0.771	0.195
clock	0	0	0	0
sequential	0	0	0	0
==> cell families (layout without fill, tap and decap cells) <==
| family | Yosys count | in the layout | share of synthesized area |
|---|---|---|---|
| muxes | 32 | 32 | 0.894 |
| buffers and inverters | 7 | 177 | 0.106 |
==> cell usage after synthesis, drive strengths merged <==
master and instances:
mux4 32, buf 7
==> timing repair <==
item,CTS,global route
endpoints found under the setup margin,32,32
gates cloned,3,0
setup buffers,7,1
gates resized,243,2
==> path summary, 6_finish.rpt <==
check	from	endpoint	slack [ns]	cells past startpoint
worst max-delay path	sel[0]	out[7]	-0.29	5
worst min-delay path	in2[26]	out[26]	0.82	3
==> cell usage in the layout (no fill, tap or decap), drive strengths merged <==
master | Yosys | final
dlygate4sd2 | 0 | 126
buf | 7 | 48
mux4 | 32 | 32
dlymetal6s2s | 0 | 2
bufbuf | 0 | 1
==> routing by layer <==
layer  global-route usage  part of all wire
met3               0.0772              0.13
met4                    0                 0
met1                0.174              0.33
met2                0.293              0.54
met5                    0                 0
==> stage by stage <==
stage | total power [mW] | instances | hold slack (ns) | worst slack (ns)
finish | 0.771 | 259 | 0.818 | -0.291
detailed placement | 0.985 | 248 | 1.34 | -0.849
global placement | 0.980 | 248 | 1.34 | -0.842
global route | 0.836 | 259 | 0.862 | -0.337
CTS | 0.787 | 258 | 0.928 | -0.304
floorplan | 0.261 | 39 | 0.526 | -0.0316
==> area by class of cell <==
type	instances	area, sq um
fill	389	1790
multi-input combinational	32	721
tap	50	62.6
timing repair buffer	177	1550
Power and IR drop assume default switching activity.
